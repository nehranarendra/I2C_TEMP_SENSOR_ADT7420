## flow/run.sh

```bash
#!/bin/bash
# OpenROAD 26Q1-2900-gdf79404cd8, Yosys 0.63+post, stock flow scripts
make -C /OpenROAD-flow-scripts/flow DESIGN_CONFIG=/design/flow/config.mk WORK_HOME=/design/flow/orfs finish
```

## flow/config.mk

```make
export PLATFORM = sky130hd
export DESIGN_NAME = top
export DESIGN_NICKNAME = top
export VERILOG_FILES = /design/flow/design.v
export SDC_FILE = /design/flow/constraint.sdc
export NUM_CORES = 4
export LEC_CHECK = 1
export CORE_UTILIZATION = 50
```

## flow/constraint.sdc

```tcl
current_design top

set clk_period 2.4
set clk_io_pct 0.2

create_clock -name clk0 -period $clk_period [get_ports {CLK100MHZ}]

set non_clock_inputs [all_inputs -no_clocks]
set_input_delay [expr $clk_period * $clk_io_pct] -clock clk0 $non_clock_inputs
set_output_delay [expr $clk_period * $clk_io_pct] -clock clk0 [all_outputs]
```

## flow/design.v

```verilog
`timescale 1ns / 1ps
module clkgen_200kHz(
    input clk_100MHz,
    output clk_200kHz
    );
    reg [7:0] counter = 8'h00;
    reg clk_reg = 1'b1;
    always @(posedge clk_100MHz) begin
        if(counter == 249) begin
            counter <= 8'h00;
            clk_reg <= ~clk_reg;
        end
        else
            counter <= counter + 1;
    end
    assign clk_200kHz = clk_reg;
endmodule
`timescale 1ns / 1ps
module i2c_master(
    input clk_200kHz,                
    input reset,                     
    inout SDA,                       
    output [7:0] temp_data,          
    output SDA_dir,                  
    output SCL                       
    );
    reg [3:0] counter = 4'b0;   
    reg clk_reg = 1'b1; 
    always @(posedge clk_200kHz or posedge reset)
        if(reset) begin
            counter = 4'b0;
            clk_reg = 1'b0;
        end
        else 
            if(counter == 9) begin
                counter <= 4'b0;
                clk_reg <= ~clk_reg;     
            end
            else
                counter <= counter + 1;
    assign SCL = clk_reg;   
    parameter [7:0] sensor_address_plus_read = 8'b0100_1011; 
    reg [7:0] tMSB = 8'b0;                                   
    reg [7:0] tLSB = 8'b0;                                   
    reg o_bit = 1'b1;                                        
    reg [11:0] count = 12'b0;                                
    reg [7:0] temp_data_reg;					             
    localparam [4:0] POWER_UP   = 5'h00,
                     START      = 5'h01,
                     SEND_ADDR6 = 5'h02,
					 SEND_ADDR5 = 5'h03,
					 SEND_ADDR4 = 5'h04,
					 SEND_ADDR3 = 5'h05,
					 SEND_ADDR2 = 5'h06,
					 SEND_ADDR1 = 5'h07,
					 SEND_ADDR0 = 5'h08,
					 SEND_RW    = 5'h09,
                     REC_ACK    = 5'h0A,
                     REC_MSB7   = 5'h0B,
					 REC_MSB6	= 5'h0C,
					 REC_MSB5	= 5'h0D,
					 REC_MSB4	= 5'h0E,
					 REC_MSB3	= 5'h0F,
					 REC_MSB2	= 5'h10,
					 REC_MSB1	= 5'h11,
					 REC_MSB0	= 5'h12,
                     SEND_ACK   = 5'h13,
                     REC_LSB7   = 5'h14,
					 REC_LSB6	= 5'h15,
					 REC_LSB5	= 5'h16,
					 REC_LSB4	= 5'h17,
					 REC_LSB3	= 5'h18,
					 REC_LSB2	= 5'h19,
					 REC_LSB1	= 5'h1A,
					 REC_LSB0	= 5'h1B,
                     NACK       = 5'h1C;
    reg [4:0] state_reg = POWER_UP;                          
    always @(posedge clk_200kHz or posedge reset) begin
        if(reset) begin
            state_reg <= START;
			count <= 12'd2000;
        end
        else begin
			count <= count + 1;
            case(state_reg)
                POWER_UP    : begin
                                if(count == 12'd1999)
                                    state_reg <= START;
                end
                START       : begin
                                if(count == 12'd2004)
                                    o_bit <= 1'b0;           
                                if(count == 12'd2013)
                                    state_reg <= SEND_ADDR6; 
                end
                SEND_ADDR6  : begin
                                o_bit <= sensor_address_plus_read[7];
                                if(count == 12'd2033)
                                    state_reg <= SEND_ADDR5;
                end
				SEND_ADDR5  : begin
                                o_bit <= sensor_address_plus_read[6];
                                if(count == 12'd2053)
                                    state_reg <= SEND_ADDR4;
                end
				SEND_ADDR4  : begin
                                o_bit <= sensor_address_plus_read[5];
                                if(count == 12'd2073)
                                    state_reg <= SEND_ADDR3;
                end
				SEND_ADDR3  : begin
                                o_bit <= sensor_address_plus_read[4];
                                if(count == 12'd2093)
                                    state_reg <= SEND_ADDR2;
                end
				SEND_ADDR2  : begin
                                o_bit <= sensor_address_plus_read[3];
                                if(count == 12'd2113)
                                    state_reg <= SEND_ADDR1;
                end
				SEND_ADDR1  : begin
                                o_bit <= sensor_address_plus_read[2];
                                if(count == 12'd2133)
                                    state_reg <= SEND_ADDR0;
                end
				SEND_ADDR0  : begin
                                o_bit <= sensor_address_plus_read[1];
                                if(count == 12'd2153)
                                    state_reg <= SEND_RW;
                end
				SEND_RW     : begin
                                o_bit <= sensor_address_plus_read[0];
				if(count == 12'd2169)
                                    state_reg <= REC_ACK;
                end
                REC_ACK     : begin
                                if(count == 12'd2189)
                                    state_reg <= REC_MSB7;
                end
                REC_MSB7     : begin
                                tMSB[7] <= i_bit;
                                if(count == 12'd2209)
                                    state_reg <= REC_MSB6;
                end
				REC_MSB6     : begin
                                tMSB[6] <= i_bit;
                                if(count == 12'd2229)
                                    state_reg <= REC_MSB5;
                end
				REC_MSB5     : begin
                                tMSB[5] <= i_bit;
                                if(count == 12'd2249)
                                    state_reg <= REC_MSB4;
                end
				REC_MSB4     : begin
                                tMSB[4] <= i_bit;
                                if(count == 12'd2269)
                                    state_reg <= REC_MSB3;
                end
				REC_MSB3     : begin
                                tMSB[3] <= i_bit;
                                if(count == 12'd2289)
                                    state_reg <= REC_MSB2;
                end
				REC_MSB2     : begin
                                tMSB[2] <= i_bit;
                                if(count == 12'd2309)
                                    state_reg <= REC_MSB1;
                end
				REC_MSB1     : begin
                                tMSB[1] <= i_bit;
                                if(count == 12'd2329)
                                    state_reg <= REC_MSB0;
                end
				REC_MSB0     : begin
								o_bit <= 1'b0;
                                tMSB[0] <= i_bit;
                                if(count == 12'd2349)
                                    state_reg <= SEND_ACK;
                end
                SEND_ACK   : begin
                                if(count == 12'd2369)
                                    state_reg <= REC_LSB7;
                end
                REC_LSB7    : begin
                                tLSB[7] <= i_bit;
                                if(count == 12'd2389)
									state_reg <= REC_LSB6;
                end
                REC_LSB6    : begin
                                tLSB[6] <= i_bit;
                                if(count == 12'd2409)
									state_reg <= REC_LSB5;
                end
				REC_LSB5    : begin
                                tLSB[5] <= i_bit;
                                if(count == 12'd2429)
									state_reg <= REC_LSB4;
                end
				REC_LSB4    : begin
                                tLSB[4] <= i_bit;
                                if(count == 12'd2449)
									state_reg <= REC_LSB3;
                end
				REC_LSB3    : begin
                                tLSB[3] <= i_bit;
                                if(count == 12'd2469)
									state_reg <= REC_LSB2;
                end
				REC_LSB2    : begin
                                tLSB[2] <= i_bit;
                                if(count == 12'd2489)
									state_reg <= REC_LSB1;
                end
				REC_LSB1    : begin
                                tLSB[1] <= i_bit;
                                if(count == 12'd2509)
									state_reg <= REC_LSB0;
                end
				REC_LSB0    : begin
								o_bit <= 1'b1;
                                tLSB[0] <= i_bit;
                                if(count == 12'd2529)
									state_reg <= NACK;
                end
                NACK        : begin
                                if(count == 12'd2559) begin
									count <= 12'd2000;
                                    state_reg <= START;
								end
                end
            endcase     
        end
    end       
    always @(posedge clk_200kHz)
        if(state_reg == NACK)
            temp_data_reg <= { tMSB[6:0], tLSB[7] };
    assign SDA_dir = (state_reg == POWER_UP || state_reg == START || state_reg == SEND_ADDR6 || state_reg == SEND_ADDR5 ||
					  state_reg == SEND_ADDR4 || state_reg == SEND_ADDR3 || state_reg == SEND_ADDR2 || state_reg == SEND_ADDR1 ||
                      state_reg == SEND_ADDR0 || state_reg == SEND_RW || state_reg == SEND_ACK || state_reg == NACK) ? 1 : 0;
    assign SDA = SDA_dir ? o_bit : 1'bz;
    assign i_bit = SDA;
    assign temp_data = temp_data_reg;
endmodule
`timescale 1ns / 1ps
module top(
    input         CLK100MHZ,         
    input         reset,             
    inout         TMP_SDA,           
    output        TMP_SCL,           
    output [7:0]  LED                
    );
    wire sda_dir;                    
    wire w_200kHz;                   
    wire [7:0] w_data;               
    i2c_master master(
        .clk_200kHz(w_200kHz),
        .reset(reset),
        .temp_data(w_data),
        .SDA(TMP_SDA),
        .SDA_dir(sda_dir),
        .SCL(TMP_SCL)
    );
    clkgen_200kHz cgen(
        .clk_100MHz(CLK100MHZ),
        .clk_200kHz(w_200kHz)
    );
    assign LED = w_data;
endmodule
```

==> reports/qor.yml <==
outcome: "finished clean"
core_um2: 5270
period_used_share: 0.5098
rows: 26
skew_ns: 0.001038
rsz0062_at_grt: "false"
io_buffers: 10
comb_area_um2: 1426
maxSlewViolCount: 0
grt_overflow: 0
timing.fmax_mhz: 817.4
setup.worst_path.start: "cgen.counter[0]$_SDFF_PN0_"
firstDrtPassIters: 4
untimed_endpoints: 66
synth_area_um2: 2820
dieArea_um2: 5944
avgSynthCellArea_um2: 9.338
ys_area_um2: 2820
area_growth_pct: 6.034
grt_pass1_wl_mm: 9.584
leakagePower_nw: 1.024
cp.arrival_ns: 1.34
drt_wl_total_mm: 5.596
grt_usage: 0.2064
postCtsHoldBufs: 0
ff_type: "edfxtp_1"
synth-edff-count: 18
vias_per_cell: 6.049
r2r_start: "cgen.counter[0]$_SDFF_PN0_"
drc: 0
synth.largest_area_cell: "edfxtp_1"
detail_route.iter0.violations: 115
required_ns: 2.52
numCtsBuffers: 3
cts_tree: "yes"
flop_area_um2: 1260
slew_headroom: 0.5651
syn-instance-count: 302
top_cells_by_area: "edfxtp_1, dfrtp_1, dfstp_2"
crit_path_end_kind: "flip-flop"
ir_worst_vdd_mv: 0.2947
worstMarginPinSlew_ns: 0.6474
maxCapViolations: 0
cts.path.max_buffers: 2
antenna_left: 0
grt_max_degree: 40
period_minus_slack_ns: 1.223
fillerInstances: 466
dp_cells: 365
synth.most_common_cell: "nand2_1"
cts_resized: 0
path_max_fanout: 7
ys.flops: 48
largest_reg_flops: 12
io_pins: 12
htreeDepth: 1
stdcell_count: 369
wire_per_inst_um: 15.17
hold_class: "flip-flop to flip-flop"
gp_congestion: 0.9446
finalSetupViolCount: 0
crit_path_start_kind: "flip-flop"
fin_setup_tns_ns: 0
drive_gt1_frac: 0.08027
synth-warning-count: 4
unclocked_pins: 39
top_area_frac: 0.1917
ys_types: 55
post_cts_buffers: 0
synthTopCellsByCount: "nand2_1, nor4_1, edfxtp_1"
antenna_found_initial: 0
dp_hpwl_mm: 4.185
hold_viol: 0
diodes: 0
ys_cells: 302
die_x_um: 77.10
path_class: "flip-flop to flip-flop"
cts_root_buffer: "clkbuf_8"
grt_pass1_vias: 1949
ys_seq_share: 0.4468
power.density_nw_per_um2: 112.4
vias: 2232
async_flop_share: 0.4583
clk_latency_ns: 0.23
fp.dieH_um: 77.10
min_from: "cgen.counter[0]$_SDFF_PN0_"
tool_warnings: 29
clkSlewWorstSetupHoldPaths_ns: 0.04
fp_util: 0.5351
## cell type report
cell class | instances | share of cell area
repair buffers | 13 | 0.04100
inverters | 13 | 0.01632
multi-input cells | 221 | 0.4770
well taps | 70 | 0.02929
flip-flops and latches | 48 | 0.4213
clock buffers | 4 | 0.01506
## final timing paths
path / slack, ns / cells after the start / end
max: 1.18 / 5 / cgen.counter[3]$_SDFF_PN0_
min: 0.46 / 1 / cgen.counter[0]$_SDFF_PN0_
max reg2reg: 1.18 / 5 / cgen.counter[3]$_SDFF_PN0_
min reg2reg: 0.46 / 1 / cgen.counter[0]$_SDFF_PN0_
## worst max-delay path: stages, from the launching register on
cell and delay, ns:
dfxtp_1 0.37, ha_1 0.18, nand2_1 0.06, nor3_1 0.26, buf_4 0.21, nor2_1 0.05
## cells by family (layout without fill, tap and decap cells)
group | count (synthesis) | count (layout) | share of synthesized area
compound gates | 50 | 50 | 0.1211
simple gates | 146 | 146 | 0.2981
buf+inv | 33 | 30 | 0.04747
mux | 4 | 4 | 0.01464
fa+ha+maj | 5 | 5 | 0.02218
xor+xnor | 16 | 16 | 0.04969
flops | 48 | 48 | 0.4468
## per-stage QoR
step                      cell area, um^2  hold slack, ns  power (mW)  worst slack [ns]    util
after CTS                            2990          0.4716      0.3408             1.180  0.5674
after floorplan                      2820          0.4334      0.1655            0.9481       -
after detailed placement             2945          0.4617      0.1709             1.191  0.5589
after global routing                 2990          0.4912      0.3527             1.033  0.5674
after global placement               2945          0.4453      0.1709             1.208  0.5589
final                                2990          0.4625      0.3360             1.177  0.5674
## where the power goes
group / leakage (nW) / internal [mW] / switching (mW)
clock: 0.0228 / 0.115 / 0.0533
combinational: 0.503 / 0.00273 / 0.00937
sequential: 0.498 / 0.155 / 0
total: 1.02 / 0.273 / 0.0627
## cells in the final DEF (no fill, tap or decap), drive strengths merged, types with 3 or more instances in the layout
cell type      count
clkdlybuf4s50     10
xor2              10
and2               3
o41ai              3
buf                3
o21ai             14
nand4              4
dfstp              7
dfrtp             15
nor4              22
xnor2              6
o32ai              4
nor2              17
ha                 5
o311ai             3
edfxtp            18
o31ai              5
nand3b             5
dfxtp              8
or3                4
nand3             15
nand2             27
clkbuf             4
inv               13
nor3              17
mux2i              3
and3b              3
a21oi              8
or2                4
and3               3
o22ai              4
nand2b             9
## routing by layer
| metal | vias to the layer above | GRT usage | routed length [um] |
|---|---|---|---|
| li1 | 1118 | - | - |
| met4 | 0 | 0.01321 | 31 |
| met1 | 1049 | 0.3806 | 2835 |
| met5 | - | 0 | 0 |
| met3 | 6 | 0.01693 | 237 |
| met2 | 59 | 0.2893 | 2491 |
No activity file was given, so power comes from the tool's default toggle rates.
